## ./config.mk

```make
export PLATFORM = sky130hd
export DESIGN_NAME = parallel_to_serial
export DESIGN_NICKNAME = parallel_to_serial
export VERILOG_FILES = /design/flow/design.v
export SDC_FILE = /design/flow/constraint.sdc
export NUM_CORES = 4
export LEC_CHECK = 1
export CORE_AREA = 10 10 70 70
export DIE_AREA = 0 0 80 80
```

## ./constraint.sdc

```tcl
current_design parallel_to_serial

set clk_period 2.6
set clk_io_pct 0.2

create_clock -name clk0 -period $clk_period [get_ports {clk}]

set non_clock_inputs [all_inputs -no_clocks]
set_input_delay [expr $clk_period * $clk_io_pct] -clock clk0 $non_clock_inputs
set_output_delay [expr $clk_period * $clk_io_pct] -clock clk0 [all_outputs]
```

## ./design.v

```verilog
module parallel_to_serial #(
    parameter WIDTH = 8
)(
    input logic clk, arst,
    input logic [WIDTH-1:0] parallel_in,
    output logic empty, valid, serial_out
);
    logic [WIDTH-1:0] shift_reg;     
    logic [$clog2(WIDTH):0] index;  
    assign empty = ~|index;  
    assign valid = |index;  
    always @(posedge clk or posedge arst) begin
        if (arst) begin
            {shift_reg, index, serial_out} <= '0;
        end
        else if (!empty) begin
            serial_out <= shift_reg[WIDTH-1];  
            shift_reg <= {shift_reg[WIDTH-2:0], 1'b0};
            index = index - 1'b1;
        end
        else if (empty) begin  
            shift_reg <= parallel_in;
            index <= WIDTH;
            serial_out <= '0;
        end
    end
endmodule
module serial_to_parallel #(
    parameter WIDTH = 8
)(
    input logic clk, arst, in_serial,
    output logic valid,
    output logic [WIDTH-1:0] out_parallel
);
    logic [WIDTH-1:0] shift_reg;
    logic [$clog2(WIDTH)-1:0] index;
    assign valid = &index;  
    always @(posedge clk or posedge arst) begin
        if (arst) begin
            {shift_reg, index, out_parallel} <= '0;
        end
        else if (!valid) begin
            shift_reg <= {shift_reg[WIDTH-2:0], in_serial};  
            index <= index + 1'b1;
            out_parallel <= '0;
        end
        else if (valid) begin
            out_parallel <= shift_reg;  
            index <= '0;
        end
    end
endmodule
```

## ./run.sh

```bash
#!/bin/bash
# OpenROAD 26Q1-2900-gdf79404cd8, Yosys 0.63+post, stock flow scripts
make -C /OpenROAD-flow-scripts/flow DESIGN_CONFIG=/design/flow/config.mk WORK_HOME=/design/flow/orfs finish
```

==> changes_impl.md <==
### Metrics

- Area fraction in mux cells: 0.155
- Vertical die size: 80 µm
- Area leader share: 0.639
- GRT Util Overall: 0.0349
- Measured slew at the worst slew-check pin: 0.472 ns
- Die Wd: ~80 µm
- Critical-path cell list: nor4_2, clkdlybuf4s50_1
- YS chip area: 509 µm²
- P&R area growth vs syn: 39.3%
- Post-synthesis instance total: 36
- Skew final: 0.000797 ns
- Crit-path max FO: 7
- TritonRoute pass-1 iters: 2
- Post-CTS Resized: 0
- Initial Utilization: 0.149
- Ys Warns: 1
- Synthesized area: just over 500 µm²
- Capturing point of the worst reg2reg path: shift_reg[7]$_DFF_PP0_
- Grt total ovfl: 0
- Largest net degree at the start of global routing: 14
- Rows: 21
- Post-CTS setup buffer count: 0
- Max reg flops: 8
- Routed via count: between 300 and 400
- Hold Crit Depth: 1
- WS Path Type: register to output pin
- Maximum VDD drop: around 0.00022 V
- Ys async rst share: 1.00
- Antenna Cells: 0
- Worst-case hold path end point: serial_out$_DFF_PP0_
- Clock Sinks: 13
- Setup TNS: 0 ns
- Clk latency late pin: 0.26 ns
- Basic Gates by Area: 0.118
- Hold Path Class: register to register
- Syn Area/Cell: 14.1 µm²
- RSZ-0062 raised after global routing: no
- Clock Tree Buf Depth: 2
- Final hold vios: 0
- Synth cell count leaders: dfrtp_1, mux2_2
- CTS hold repair buffers: 0
- Comb. cell area: 165 µm²
- Fmax: roughly 0.47 GHz
- Starting DRT DRC Count: 4
- Status: completed
- Avg Vias per Cell: ~3.2
- Final Setup Violations: 0
- Pre-CTS setup slack: 0.726 ns
- DR DRC count: 0
- Hold Startpoint: shift_reg[7]$_DFF_PP0_
- Hpwl dp: between 700 and 800 µm
- Yosys cell count: 36
- Flip-flops with a built-in enable: 0
- Setup WS post-layout: approximately 0.45 ns
- Adder Area Share: 0
- Io pins: 13
- Yosys reg bits: 13
- Top cells by area: dfrtp_1, mux2_2, nor4_2
- Fillers: roughly 380
- Flop area: 325 µm²
- Worst relative slew slack: 0.685
- Distinct cells, synth: 14
- Reg-to-reg startpoint: index[1]$_DFF_PP0_
- Vias in the first global route: 386
- Yosys top cell by area: dfrtp_1
- Die area: roughly 6400 µm²
- Total power: roughly 350 µW
- Initial antenna violation count: 0
- Avg WL per Cell: ~9.7 µm
- Routed Antenna Nets: 0
- Count of tool warnings: 25
- CP max-delay cell: clkdlybuf4s50_1
- Fin. max-slew vios: 0
- Complex Gates by Area: 0.0344
- First-pass GRT wire length: roughly 1800 µm
- R2r setup slk: between 1 and 1.5 ns
- WL final: 946 µm
- Crit. End Element: output pin
- Max-cap violations: 0
- Critical Path Source Type: register
- Fin crit share: 0.826
- Critical path data required time: about 2.1 ns
- H-tree Lvls: 1
- Share of layout cells above drive strength 1: 0.288
- # port buffers: 12
- Worst Path Arrival: about 1.6 ns
- Power per cell area: 494 nW/µm²
- CTS tree: built
- LEAKAGE: ~0.00029 µW
- CTS Root Cell: clkbuf_4
- Worst-path clk slew: 0.07 ns
- CTS buffer count: 3
- Top_reg_cell synth: dfrtp_1
- Synth Seq Share: 0.639
- Worst R2R Path Depth: 3
- Gpl congestion: 0.664
- Critical Path Max Stage Delay: around 0.54 ns
- Yosys top cell by instances: dfrtp_1
- Core Box Area: between 3000 and 4000 µm²
- XOR Share, Synth: 0.0172
- Top logic family: multiplexers
- Tmin final: roughly 2.1 ns
final cells by class:
cell class,count,share of cell area
multi-input combinational,20,0.233
timing repair buffer,13,0.180
clock buffer,4,0.0370
inverter,2,0.0106
sequential,13,0.459
tap,46,0.0811
logic make-up (layout without fill, tap and decap cells):
group | after synthesis | after routing
muxes | 7 | 7
and+or+nand+nor | 9 | 9
xor gates and xnor gates | 1 | 1
AOI/OAI and AO/OA | 3 | 3
buffers and inverters | 3 | 19
DFF | 13 | 13
worst max-delay path, delay by kind of cell, from the launching register on:
| kind | cells | cell delay [ns] |
|---|---|---|
| buf+inv | 1 | 0.54 |
| flops | 1 | 0.45 |
| simple gates | 1 | 0.37 |
how the worst max path moves through the flow:
stage | from | to | slack, ns | depth (start not counted)
5_1_grt | index[1]$_DFF_PP0_ | empty | 0.33 | 2
6_report | index[1]$_DFF_PP0_ | empty | 0.45 | 2
4_1_cts | index[1]$_DFF_PP0_ | empty | 0.41 | 2
cells in the final DEF, fill, tap and decap left out:
cell | netlist | final
clkdlybuf4s50_1 | 0 | 12
mux2_2 | 7 | 7
dfrtp_1 | 13 | 13
and2b_2 | 1 | 1
clkbuf_1 | 0 | 1
o21bai_1 | 1 | 1
and2_2 | 1 | 1
xor2_1 | 1 | 1
inv_1 | 2 | 2
nor4_2 | 1 | 1
o21ai_0 | 2 | 2
clkbuf_4 | 0 | 3
nand2_1 | 2 | 2
nor2_1 | 1 | 1
or4b_2 | 1 | 1
buf_4 | 0 | 1
nor3_1 | 2 | 2
per-stage QoR:
stage	std cells	util	instance area, µm²	hold slack, ns
final	98	0.208	709	0.475
after global routing	98	0.208	709	0.502
after CTS	98	0.208	709	0.482
after detailed placement	94	0.200	683	0.461
after global placement	94	0.200	683	0.460
after floorplan	36	-	509	0.397
where the power goes:
group          internal [µW]  leakage (µW)  switching, µW
logic                   16.4      0.000115           6.41
clock network           59.3     0.0000150           60.3
registers                207      0.000156           1.10
per-layer routing:
layer  vias up  global-route usage  wire length, µm
met2         9              0.0530              409
met4         0             0.00352                5
met3         2              0.0250              111
met1       151              0.0406              419
li1        154                   -                -
met5         -                   0                0
Power figures rest on the tool's default switching activity, not on a simulated workload.
