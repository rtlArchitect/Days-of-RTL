`./config.mk`:
```
export PLATFORM = sky130hd
export DESIGN_NAME = counter_gen
export DESIGN_NICKNAME = counter_gen
export VERILOG_FILES = /design/flow/design.v
export SDC_FILE = /design/flow/constraint.sdc
export NUM_CORES = 4
export LEC_CHECK = 1
export CORE_AREA = 10 10 75 75
export DIE_AREA = 0 0 85 85
```
`./constraint.sdc`:
```
current_design counter_gen

set clk_period 2.7
set clk_io_pct 0.2

create_clock -name clk0 -period $clk_period [get_ports {clk}]

set non_clock_inputs [all_inputs -no_clocks]
set_input_delay [expr $clk_period * $clk_io_pct] -clock clk0 $non_clock_inputs
set_output_delay [expr $clk_period * $clk_io_pct] -clock clk0 [all_outputs]
```
`./design.v`:
```
module counter #(
    parameter WIDTH = 8  
) (
    input logic clk, arst, en,   
    output logic [WIDTH-1:0] count
);
    always @(posedge clk, posedge arst) begin
        if (arst) count<='0;
        else if (en) count <= count+1'b1;
        else count <= count-1'b1;
    end
endmodule
module odd_counter #(
    parameter WIDTH = 8  
) (
    input logic clk, arst,
    output logic [WIDTH-1:0] count
);
    always @(posedge clk, posedge arst) begin
        if (arst) count<={{(WIDTH-1){1'b0}}, {1'b1}};  
        else count <= count+2'b10;
    end
endmodule
module even_counter #(
    parameter WIDTH = 8  
) (
    input logic clk, arst,
    output logic [WIDTH-1:0] count
);
    always @(posedge clk, posedge arst) begin
        if (arst) count<='0;
        else count <= count+2'b10;
    end
endmodule
module counter_gen #(
    parameter WIDTH = 8
) (
    input logic clk, arst, load, en, up_down,
    input logic [WIDTH-1:0] load_value,  
    output logic [WIDTH-1:0] count
);
    always @(posedge clk, posedge arst) begin
        if (arst) count <= '0;
        else if (load) count <= load_value;
        else if (en) count <= up_down ? count+1'b1 : count-1'b1;
        else count <= count;
    end
endmodule
```
`./run.sh`:
```
#!/bin/bash
# OpenROAD 26Q1-2900-gdf79404cd8, Yosys 0.63+post, stock flow scripts
make -C /OpenROAD-flow-scripts/flow DESIGN_CONFIG=/design/flow/config.mk WORK_HOME=/design/flow/orfs finish
```
==> flow_summary.toml <==
# yosys + openroad results
[clock_tree]
path_clk_slew_ns = 0.05
clock-root-buffer = "clkbuf_8"
clockBufferDepth = 2
cts_tree = "done"
clock_latency_ns = 0.23
cts_buffers = 3
postCtsSetupBuffers = 0
htree_levels = 1
clock-sinks = 8

[drt]
wl_met1_um = 861
initialDrtViolationCount = 21
top_layer = "met4"
final_antenna_net_count = 0
wl_met3_um = 78
wl_per_cell_um = 12.3
drc = 0
dr.pass1.iters = 4
n_antenna_cell = 0
via_per_inst = 4.37
wl_mm = 1.94
routed-wl-met2_um = 980
vias = 686

[synthesis]
synth_chip_area_um2 = 679
synthAdderAreaFrac = 0.140
syn_avg_cell_area_um2 = 8.94
ys_sh_xor = 0.0258
top_cell = "dfrtp_1"
topCellsByArea = "dfrtp_1 (29%), ha_1 (11%), a211oi_1 (4.4%)"
ff_type = "dfrtp_1"
syn-cell-area_um2 = 679
ys_async_sr_fraction = 1.00
yosysCellCount = 76
yosys_warnings = 1
edf_count = 0
logic_family = "AND-OR/OR-AND gates"
yosysUniqueCellTypes = 31
syn_inst = 76
ys_ff = 8
top_area_cell = "dfrtp_1"
top_area_frac = 0.295
ys_sh_mux = 0.0479
ys_sh_aoi = 0.263
ys_seq_share = 0.295
yosys.area_share.simple = 0.190
synthTopCellsByCount = "dfrtp_1 (8), nand2_1 (7), ha_1 (6), a21oi_1 (5), o21ai_1 (5)"

[final_timing]
slew_violations = 0
clock_skew_ns = 0.00785
clock.fmax_mhz = 405
tightest_slew_ns = 0.586
slew_headroom = 0.608
fin_setup_tns_ns = 0
period_used_share = 0.915
setup_viol = 0
hold_viol = 0
min_period_ns = 2.47
rsz0062_at_grt = "no"

[final_layout]
largest_reg_flops = 8
final_area_mm2 = 0.00105
regMostFlops = "count"
fin_cells = 157
drive_gt1_frac = 0.178
reg_top3 = "count x8"
area_delta_synth_final_pct = 55.2

[status]
status = "finished, final reports clean"

[global_routing]
grt-ovfl-total = 0
grt_pass1_vias = 770
antenna_found_initial = 0
grt_max_degree = 17
grt_use_total = 0.0550
grt_pass1_wl_mm = 3.46

[power_and_ir_drop]
p_int_uw = 384
pwr-share-clk = 0.260
p_switching_uw = 170
power_density_mw_per_mm2 = 526
ir_worst_vdd_uv = 214
pwr-share-comb = 0.453
seqPwrFrac = 0.286
power_uw = 555
swShare = 0.307
leakagePower_nw = 0.457

[place]
io_buffer_count = 20
dp_hpwl_mm = 1.60
placed_area_mm2 = 0.00101
placedCellCount = 154
gp_congestion = 0.894

[critical_path]
crit_path_cell_trace = "clkdlybuf4s50_1, inv_2, ha_1, a211oi_1, or3_1, and4_4, o31a_1, o31ai_1"
rr_worst_depth = 6
critPathBufInv = 2
crit-reg2reg-capture = "count[7]"
critPathMaxFanout = 7
ff2ff_setup_slack_ns = 0.72
r2r-start = "count[1]"
cp-start-kind = "primary input"
worstSetupPathType = "in -> reg"
end_kind = "flip-flop"
critPathRequiredTime_ns = 2.84
worstPathArrival_ns = 2.61
crit_path_top_delay_cell = "clkdlybuf4s50_1"
max_stage_delay_ns = 0.49
crit_family = "simple AND/OR/NAND/NOR gates"

[flow_run]
warning_count = 25
cap_violations = 0

[die]
coreArea_mm2 = 0.00406
die_y_um = 85
pin_count = 21
num_rows = 23
die-area_mm2 = 0.00723
floorplan.core_util = 0.167
dieWidth_um = 85

[worst_hold_path]
worstHoldPathType = "in -> async"
## routing by layer
metal / vias up / track usage
met4: 0 / 0.0105
met2: 10 / 0.0933
li1: 352 / -
met1: 320 / 0.0678
met3: 4 / 0.0154
met5: - / 0
## power by group through the flow
stage	clock, mW	combinational [mW]	sequential [mW]
5_1_grt	0.156	0.284	0.163
6_report	0.144	0.251	0.159
4_1_cts	0.149	0.254	0.159
## stage by stage
| stage | hold WS, ns | setup slack, ns | utilization |
|---|---|---|---|
| finish | 0.561 | 0.229 | 0.260 |
| global route | 0.593 | 0.0664 | 0.260 |
| CTS | 0.566 | 0.148 | 0.260 |
| detailed placement | 0.546 | -0.0868 | 0.250 |
| global placement | 0.558 | -0.0624 | 0.250 |
| floorplan | 0.356 | 0.480 | - |
## layout make-up
cell class              count  area (um^2)
well taps                  50         62.6
inverters                   4         15.0
fillers                   427         3000
multi-input cells          61          453
repair buffers             31          283
flip-flops and latches      8          200
clock buffers               3         41.3
## layout by cell type (no fill, tap or decap)
cell type / count
nor4_1: 1
a21o_1: 3
a211o_1: 1
fa_1: 1
o22ai_1: 2
xnor2_1: 2
inv_2: 1
nor3_1: 1
o21ai_0: 3
nand2_1: 7
inv_1: 3
mux2i_1: 1
nand4b_1: 2
and4_4: 1
nor2_1: 2
a22o_1: 1
clkbuf_8: 3
o21bai_1: 2
o21ai_1: 5
nor2b_1: 1
mux2_2: 2
or3_1: 1
o31a_1: 1
buf_4: 11
a21oi_1: 5
nand3_1: 1
nor4b_1: 2
a211oi_1: 4
and3b_1: 1
o31ai_1: 1
dfrtp_1: 8
clkdlybuf4s50_1: 20
nand2_4: 1
ha_1: 6
## worst max-delay path by stage
stage     startpoint        to  slack [ns]  cells past startpoint
6_report     up_down  count[7]        0.23                      8
5_1_grt      up_down  count[7]        0.07                      8
4_1_cts      up_down  count[7]        0.15                      8
## worst reg2reg max path, delay by kind of cell, from the launching register on
kind,cells,cell delay [ns]
compound gates,3,0.58
fa+ha+maj,1,0.31
flops,1,0.41
simple gates,2,0.59
## logic make-up after synthesis
| group | after synthesis |
|---|---|
| fa+ha+maj | 7 |
| simple gates | 21 |
| buf+inv | 7 |
| mux | 3 |
| compound gates | 28 |
| flops | 8 |
| xor+xnor | 2 |
## repair_timing
action	4_1_cts	5_1_grt
resized	0	1
setup endpoints to repair	0	1
hold buffers	0	0
Power and IR drop assume default switching activity.
